--- flow/config.mk ---
export PLATFORM = sky130hd
export DESIGN_NAME = condition
export DESIGN_NICKNAME = condition
export VERILOG_FILES = /design/flow/design.v
export SDC_FILE = /design/flow/constraint.sdc
export NUM_CORES = 4
export LEC_CHECK = 1
export CORE_AREA = 10 10 70 70
export DIE_AREA = 0 0 80 80
--- flow/constraint.sdc ---
current_design condition

set clk_period 1.0
set clk_io_pct 0.2

create_clock -name clk0 -period $clk_period

set non_clock_inputs [all_inputs -no_clocks]
set_input_delay [expr $clk_period * $clk_io_pct] -clock clk0 $non_clock_inputs
set_output_delay [expr $clk_period * $clk_io_pct] -clock clk0 [all_outputs]
--- flow/design.v ---
`timescale 1ns / 1ps
module condition(
    input [1:0] sel,
    output reg [1:0] normal_if,   
    output reg [1:0] normal_case,   
    output     [1:0] normal_ternary,   
    output reg [1:0] latch_if,   
    output reg [1:0] latch_case   
); 
    always @(*)begin
        if (sel == 2'd0) 
    		normal_if = 2'd1;
        else if(sel == 2'd1)
    		normal_if = 2'd2;
        else if(sel == 2'd2)
    		normal_if = 2'd3;
        else 
    		normal_if = 2'd0;
    end
    always@(*) begin  
        case(sel)
            2'b00: normal_case = 2'd3;
            2'b01: normal_case = 2'd0;
            2'b10: normal_case = 2'd1;
            default: normal_case = 2'd2;   
        endcase
    end
    assign normal_ternary = sel == 2'd0 ? 2'd2 :
                            sel == 2'd1 ? 2'd3 :
                            sel == 2'd2 ? 2'd0 : 2'd1;
    always @(*) begin
        if (sel == 2'd2)
           latch_if = 1;
    end
    always@(*) begin  
        case(sel)
            2'b00: latch_case = 2'd0;
            2'b01: latch_case = 2'd1;
            2'b10: latch_case = 2'd2;
        endcase
    end
endmodule
--- flow/run.sh ---
#!/bin/bash
# OpenROAD 26Q1-2900-gdf79404cd8, Yosys 0.63+post, stock flow scripts
make -C /OpenROAD-flow-scripts/flow DESIGN_CONFIG=/design/flow/config.mk WORK_HOME=/design/flow/orfs finish
==> deck_impl_summary.md <==
Key Metrics from the Run

Yosys
  • Max-area cell share: 41.7%
  • Synth Area in Compound Gates: 0%
  • Yosys top cell by area: ha_1
  • Xor/xnor cell area share of the yosys netlist: 0%
  • Dominant comb cell: adder cells
  • Fa+ha+maj area frac: 41.7%
  • Synth warnings: 1
  • Post-Synthesis Cells: 18
  • Post-Syn Area: 150 µm²
  • Post-synth regs: 2
  • Yosys simple share: 10.8%
  • Synth area leaders: ha_1, dlxtn_1, buf_4
  • Mux share of post-synthesis cell area: 0%
  • Yosys Chip Area: 150 µm²
  • Yosys cell types: 7
  • Yosys stat cell total: 18
  • Synthesized area per cell: 8.34 µm²

Setup path
  • Worst endpoint required time: 800 ps
  • Crit. End Element: output port
  • Worst EP arrival: 990 ps
  • Maximum fanout along the worst path: 2
  • Worst setup SP type: input port
  • Setup CP Type: in -> out

Final timing
  • Setup TNS: -413 ps
  • RSZ-0062 raised after global routing: true
  • Endpoints left unconstrained: 4
  • Final worst setup slack: -185 ps
  • Cycle use final: 119%
  • Final Hold Fails: 0
  • Register pins left without a clock: 2
  • Final max-slew violation count: 0
  • Fmax: 0.844 GHz
  • Crit path time final: 1190 ps
  • Final hold slack: 835 ps
  • Final setup violation count: 5

Pwr
  • Internal power: 78.0 µW
  • Share of power burned in combinational logic: 95.8%
  • Clk network pwr share: 0%
  • Sequential power share: 4.2%
  • Net Sw Frac: 34.4%
  • Pleak: 0.165 nW
  • Maximum VDD drop: 0.0000427 V
  • Sw power: 40.9 µW
  • Pwr dens: 302 nW/µm²

Die
  • Ports: 12
  • Die width: 80 µm
  • Die Ht: 80 µm
  • Initial core utilization: 4.40%
  • Core area: 3420 µm²
  • Chip area: 6400 µm²
  • Site row count: 21

Placement
  • Placed Instances: 74
  • Area after DPL: 308 µm²
  • Port bufs: 10
  • Final GP Congestion: 0.715
  • Post-DP HPWL: 427 µm

Flow run
  • Count of tool warnings: 38
  • Max_cap viols: 0

Layout
  • Fin cells: 77
  • Synth-to-layout area growth: 163%
  • Largest register FFs: 2
  • Share of cells above drive strength 1: 64.5%
  • Tally of filler cells in the layout: 399
  • Final core occ: 11.5%
  • Post-Layout Inst Area: 394 µm²

Global route
  • Grt total ovfl: 0
  • Total GRT Usage: 1.55%
  • Largest net degree at the start of global routing: 4
  • Global-route wire length before repair: 821 µm
  • Initial antenna violation count: 0
  • Vias in the first global route: 156

Routing
  • TritonRoute pass-1 iters: 1
  • Vias/cell: 1.87
  • WL final: 513 µm
  • Ant diodes: 0
  • 1st-iter DRT viols: 0
  • Vias: 144
  • Post-route DRC: 0
  • ANT nets after route: 0
  • Average wire per standard cell: 6.66 µm

Status
  • Status: finished with violations
  • Failing checks: setup timing

Clock network
  • Hold-fix buffers at CTS: 0

Hold path
  • Hold depth: 5
  • Worst Hold Class: in -> out
==> kinds of logic after synthesis <==
kind of cell,Yosys count
buf+inv,6
fa+ha+maj,5
simple gates,3
latches,2
other cells,2
==> power by group through the flow <==
stage	logic, mW	registers (mW)	clock network (mW)
CTS	0.104	0.00496	0
global route	0.130	0.00520	0
finish	0.114	0.00498	0
==> synth_stat cells <==
master / number
buf_4: 3
inv_1: 3
nor2_1: 1
dlxtn_1: 2
or2_1: 2
conb_1: 2
ha_1: 5
==> worst max-delay path, stage by stage <==
cell and delay (ps):
buf_6 100, buf_6 110, ha_4 140, or2_4 230
buf_6 110, buf_6 100
==> layer usage <==
layer | wire (µm) | global-route usage [%] | vias up | part of all wire, %
li1 | - | - | 72 | -
met1 | 157 | 1.59 | 64 | 31
met2 | 206 | 2.33 | 8 | 40
met3 | 149 | 1.59 | 0 | 29
met4 | 0 | 0 | 0 | 0
met5 | 0 | 0 | - | 0
==> timing repair <==
item                                   4_1_cts  5_1_grt
resized                                     41        4
endpoints found under the hold margin        0        0
setup endpoints to repair                    6        6
pin swaps                                    2        4
buffers inserted                             3        1
==> stage by stage <==
| stage | worst slack, ps | power [mW] |
|---|---|---|
| 3_5_place_dp | -880 | 0.0921 |
| 4_1_cts | -218 | 0.109 |
| 3_3_place_gp | -890 | 0.0912 |
| 5_1_grt | -210 | 0.136 |
| 6_report | -185 | 0.119 |
| 2_1_floorplan | 22.9 | 0.0290 |
==> worst paths after layout <==
check / slack, ps / startpoint / endpoint
setup / recovery: -190 / sel[1] / normal_case[0]
hold / removal: 830 / sel[0] / normal_ternary[0]
==> area by class of cell <==
| class | instances | area [µm²] | area share, % |
|---|---|---|---|
| inverters | 3 | 16.3 | 4.13 |
| multi-input cells | 10 | 141 | 35.9 |
| flip-flops and latches | 2 | 30.0 | 7.62 |
| well taps | 46 | 57.6 | 14.6 |
| repair buffers | 16 | 149 | 37.8 |
==> cell usage in the layout (no fill, tap or decap) <==
cell	netlist	layout
buf_2	0	3
buf_4	3	3
buf_6	0	5
buf_8	0	1
clkdlybuf4s15_1	0	2
clkdlybuf4s50_1	0	2
conb_1	2	2
dlxtn_1	2	2
ha_1	5	1
ha_4	0	4
inv_1	3	1
inv_2	0	1
inv_6	0	1
nor2_2	0	1
or2_1	2	1
or2_4	0	1
Power and IR drop assume default switching activity.
