==> ./design.v <==
`timescale 1ns / 1ps
module add_sub
(
input [2:0]     in_add_a,
input [2:0]     in_add_b,
input           in_add_sub_sel,
output [3:0]    cal_out
);
assign cal_out = in_add_sub_sel ? in_add_a - in_add_b : in_add_a + in_add_b;
endmodule
==> ./run.sh <==
#!/bin/bash
# OpenROAD 26Q1-2900-gdf79404cd8, Yosys 0.63+post, stock flow scripts
make -C /OpenROAD-flow-scripts/flow DESIGN_CONFIG=/design/flow/config.mk WORK_HOME=/design/flow/orfs finish
==> ./config.mk <==
export PLATFORM = sky130hd
export DESIGN_NAME = add_sub
export DESIGN_NICKNAME = add_sub
export VERILOG_FILES = /design/flow/design.v
export SDC_FILE = /design/flow/constraint.sdc
export NUM_CORES = 4
export LEC_CHECK = 1
export CORE_AREA = 10 10 70 70
export DIE_AREA = 0 0 80 80
==> ./constraint.sdc <==
current_design add_sub

set clk_period 2.4
set clk_io_pct 0.2

create_clock -name clk0 -period $clk_period

set non_clock_inputs [all_inputs -no_clocks]
set_input_delay [expr $clk_period * $clk_io_pct] -clock clk0 $non_clock_inputs
set_output_delay [expr $clk_period * $clk_io_pct] -clock clk0 [all_outputs]
==> impl_metrics.csv <==
group,metric,value,unit
sta,finalSetupViolCount,0,
critical_path,crit_chain,"clkdlybuf4s50_1 > inv_1 > ha_1 > fa_2 > inv_1 > buf_2",
yosys,synthAdderAreaFrac,0.418,
power_and_ir_drop,max-vdd-ir-drop,0.0314,mV
placement,place.gp.congestion,0.693,
floorplanning,core_area,0.00342,mm^2
sta,fin_crit,2.33,ns
sta,clock.fmax,430,MHz
grt,grt_pass1_wl,876,um
sta,grt_setup_unrepaired,"false",
layout,final_cell_count_no_fill,84,
yosys,avgSynthCellArea,7.62,um^2
critical_path,cp_max_fo,2,
clocking,holdBufCountCts,0,
yosys,synth_area,168,um^2
grt,grt_pass1_vias,194,
floorplanning,fp_util,0.0491,
layout,fin_util,0.107,
grt,busiest_layer,"met2",
drt,detail-route-antenna-nets,0,
sta,hold_viol,0,
yosys,ys_sh_aoi,0.104,
placement,placed_cell_area,373,um^2
critical_path,cp_common_cell,"inv_1",
layout,layout-drive-gt1-share,0.447,
grt,grt_util_met3,0.0136,
layout,ff_latch_area,0,um^2
drt,drtIter0Drc,0,
yosys,yosysSeqAreaShare,0,
yosys,synth_cell_types,10,
grt,grt_max_degree,4,
layout,syn_to_final_growth,118,%
yosys,ys_area,168,um^2
drt,wl_per_cell,6.55,um
sta,post-route-period-util,0.970,
critical_path,end_kind,"output pin",
placement,placed_cells,84,
power_and_ir_drop,p_leak,0.000183,uW
yosys,mux_area_frac,0.0672,
outcome,status,"finished, final reports clean",
grt,grt-ovfl-total,0,
drt,n_antenna_cell,0,
layout,fillers,405,
drt,drt_wl_total,550,um
critical_path,worstSetupEndpoint,"cal_out[1]",
yosys,yosys_warnings,0,
critical_path,critPathMaxStageDelay,0.52,ns
yosys,synthCells,22,
floorplanning,die_x,80,um
sta,final_max_slew_viol_count,0,
sta,fin_hold_ws,1.45,ns
yosys,yosys-stat-cells,22,
yosys,top_cell_area_share,0.299,
floorplanning,die_h,80,um
critical_path,start_kind,"input pin",
power_and_ir_drop,pwr_density_cell,213,mW/mm^2
critical_path,crit_path_start,"in_add_a[0]",
drt,firstDrtPassIters,1,
placement,portBuffers,11,
flow_run,tool_warnings,32,
layout,seq_cells,0,
floorplanning,chip_area,0.00640,mm^2
grt,antenna_found_initial,0,
min_path,hp-class,"input pin to output pin",
grt,met1_usage,0.0205,
critical_path,critPathSlowestCell,"fa_2",
yosys,synth.cellmix.simpleShare,0.0970,
layout,postLayoutCellArea,365,um^2
sta,tightest_slew,0.160,ns
floorplanning,io-pin-count,11,
critical_path,worstPathRequired,1.92,ns
drt,vias,187,
critical_path,arrival,1.85,ns
grt,use_met2,0.0225,
layout,clkbuf_count,0,
critical_path,crit_type,"input pin to output pin",
floorplanning,rows,21,
yosys,area_leaders,"ha_1 (30%), inv_1 (16%), xnor2_1 (16%), fa_1 (12%), mux2_2 (6.7%)",
drt,drc,0,
drt,vias_per_cell,2.23,
flow_run,drv_cap,0,
yosys,xor_area_frac,0.157,
yosys,synth_top_cell_by_area,"ha_1",
yosys,top_logic_kind,"adder cells",
sta,slew_headroom,0.893,
power_and_ir_drop,p_total,77.9,uW
grt,globalRouteTotalUtil,0.0164,
==> area by class of cell <==
class                           count  area [um^2]  share of cell area
Multi-Input combinational cell     15          158               0.432
Timing Repair Buffer               16          124               0.339
Tap cell                           46         57.6               0.158
Inverter                            7         26.3              0.0719
==> worst min path at each step <==
stage | start | end | slack, ns | cells past startpoint
4_1_cts | in_add_b[0] | cal_out[3] | 1.48 | 6
5_1_grt | in_add_b[2] | cal_out[3] | 1.52 | 5
6_report | in_add_b[2] | cal_out[3] | 1.45 | 5
==> Yosys cell counts <==
cell type,count
xnor2_1,3
nor2_1,2
nor3_1,1
ha_1,4
a21oi_2,1
mux2_2,1
inv_1,7
fa_1,1
nand2_1,1
o21ai_2,1
==> worst max-delay path, delay by kind of cell <==
family	cells	cell delay (ns)
buffers and inverters	4	0.63
adder cells (fa/ha/maj)	2	0.74
==> cell families after synthesis <==
family / Yosys count
buffers and inverters: 7
adders and majority gates: 5
and+or+nand+nor: 4
xor gates and xnor gates: 3
AOI/OAI and AO/OA: 2
muxes: 1
==> per-layer routing <==
layer  vias up  part of all wire
met1        79              0.43
met5         -                 0
met2         8              0.38
met4         0                 0
li1        100                 -
met3         0              0.19
==> where the power goes <==
group	internal [uW]	switching, uW	leakage, uW
logic	48.2	29.7	0.000183
registers	0	0	0
clock network	0	0	0
==> cell usage in the layout (no fill, tap or decap), types with 2 or more instances in the layout <==
master / instances
ha_1: 4
buf_2: 5
inv_1: 6
xnor2_1: 2
clkdlybuf4s50_1: 4
buf_4: 5
==> timing repair <==
item | in CTS | in global routing
pin swaps | 3 | 5
resized | 20 | 4
setup endpoints to repair | 3 | 2
buffers inserted | 0 | 0
==> metrics by stage <==
stage / worst slack (ns) / TNS (ns)
CTS: 0.0350 / 0
floorplan: 0.357 / 0
global placement: -0.729 / -2.04
global route: 0.00868 / 0
finish: 0.0729 / 0
detailed placement: -0.720 / -2.06
Power is estimated from default activity; no workload was simulated.
